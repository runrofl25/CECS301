[design/flow/run.sh]
#!/bin/bash
# OpenROAD 26Q1-2900-gdf79404cd8, Yosys 0.63+post, stock flow scripts
make -C /OpenROAD-flow-scripts/flow DESIGN_CONFIG=/design/flow/config.mk WORK_HOME=/design/flow/orfs finish
[design/flow/constraint.sdc]
current_design SuppLogic

set clk_period 3.0
set clk_io_pct 0.2

create_clock -name clk0 -period $clk_period [get_ports {clk}]

set non_clock_inputs [all_inputs -no_clocks]
set_input_delay [expr $clk_period * $clk_io_pct] -clock clk0 $non_clock_inputs
set_output_delay [expr $clk_period * $clk_io_pct] -clock clk0 [all_outputs]
[design/flow/design.v]
module SuppLogic(clk, rst, pass, loadA, loadD, state, wdata,adrs,rdata, finish, done, error);
input               clk;  
input               rst;  
input loadA;  
input loadD;  
input [2:0] pass;  
input [15:0] rdata;  
input [2:0] state;  
output [15:0] wdata;  
output [14:0] adrs;  
output finish;  
output error;  
output done;  
reg [14:0] adreg;  
reg [15:0] dtreg;  
reg [15:0] muxdat;  
wire [2:0] pass;  
wire finish;  
wire done;  
wire [15:0] wdata;  
wire [14:0] adrs;  
wire errorD;  
reg error;  
wire [2:0] state;  
assign finish = pass == 3'b100;
assign done = adreg == 15'h7FFF;
assign adrs = adreg;
assign wdata = dtreg;
assign errorD = (state == 3'b100) & (dtreg !== rdata) & (!done);
always @(posedge clk, posedge rst)
    if (rst) adreg <= 15'h7fff; else
    if (loadA) adreg <= adreg + 15'b1;
always @(posedge clk, posedge rst)
    if(rst) dtreg <= 16'b0; else
    if(loadD) dtreg <= muxdat;
always @(*)
    case(pass)
        3'b011: muxdat = 16'hAAAA;
        3'b010: muxdat = 16'h5555;
        3'b001: muxdat = {1'b0,adreg};
        3'b000: muxdat = ~adreg;
        default: muxdat = 16'h1234;
    endcase
always @(posedge clk, posedge rst)
    if(rst) error <= 1'b0; else
    if(errorD) error <= 1'b1;
    else error <= error;
endmodule
[design/flow/config.mk]
export PLATFORM = sky130hd
export DESIGN_NAME = SuppLogic
export DESIGN_NICKNAME = SuppLogic
export VERILOG_FILES = /design/flow/design.v
export SDC_FILE = /design/flow/constraint.sdc
export NUM_CORES = 4
export LEC_CHECK = 1
export CORE_UTILIZATION = 40
==> summary.txt <==
status: finished, final reports clean
Final Critical Period: 2.55 ns
Synth top area share: 24.9%
diode count: 0
synthesis area per yosys: 1710 sq um
Netlist cell types: 27
CP Capture Type: output port
gpl congestion: 0.837
top cells by area: dfrtp_1 (25%), dfstp_2 (23%), xor2_1 (13%)
drt pass-1 iters: 5
maximum number of pins on one net before global-route repair: 33
Root Buffer Master: clkbuf_8
Peak VDD IR: 0.598 mV
Reg-to-Reg Start: adreg[0]$_DFFE_PP1P_
total wire length: 3540 um
dpl hpwl: 2660 um
clock latency on the worst-skew pair: 0.28 ns
hold-critical path depth: 1
Fillers: 333
Yosys Instances: 163
DRT iter0 DRCs: 40
HP Class: flop to flop
Net Switching: 0.366 mW
Max Root-Sink Buffers: 2
H-tree levels: 2
Synth area leader: dfrtp_1
hold path start: error$_DFFE_PP0P_
Hold Fails Final Rpt: 0
pre-CTS setup slack: 0.632 ns
clk slew on worst S/H paths: 0.06 ns
Max Freq: 0.393 GHz
die width: 67.4 um
Setup Buffers After CTS: 0
setup TNS: 0 ns
Combinational Power Share: 27.3%
Synth Seq Share: 48.0%
gr ovfl total: 0
initial antenna violation count: 0
# DRC: 0
Rows: 23
Crit Path Category: flop to output port
Register-to-Register Path Depth: 5
PostCTS Resize Cnt: 0
OpenROAD warning count: 26
final worst slack: 0.453 ns
synthesized instance count: 163
WP data arrival: 1.95 ns
# clock sinks: 32
CP max FO: 7
PD cells: 557 nW/um^2
max-cap violation count: 0
DIE AREA: 4540 sq um
Pint: 1.01 mW
Top cells excl fill/tap: clkdlybuf4s50_1 (59), xor2_1 (26), xnor2_1 (20)
I/O Buffers: 59
CTS tree: yes
WL per Instance: 12.8 um
hold buffers post-CTS: 0
Initial Util: 42.1%
Die Ht: 67.4 um
ratio of cells with drive above 1 in the final layout: 14.1%
leakage power: 0.979 nW
actual transition at the worst max-transition pin: 0.621 ns
Post-Syn Area per Cell: 10.5 sq um
Hold Path Sink: error$_DFFE_PP0P_
CP Launch Type: flop
Clock Skew: 0.00557 ns
sequential power share: 46.9%
RSZ-0062 raised after global routing: no
required time of the critical path: 2.40 ns
cts bufs inserted: 5
first-pass GRT wire length: 6040 um
relative slew slack: 58.6%
Boundary Pins: 60
Final ANT Viol Nets: 0
Vias/cell: 4.74
overall global routing resource usage: 18.7%
number of global-route vias before repair: 1293
fin crit share: 84.9%
clock network power share: 25.8%
switching share of power: 26.7%
Ys Warns: 1
most numerous logic cell after layout: clkdlybuf4s50_1
final setup vio count: 0
mapped cell area: 1710 sq um
worst reg2reg setup slack: 1.25 ns
Layout area overhead: 44.1%
via count: 1313
ys flops: 32
Final Max Tran Viols: 0
R2R Path End: adreg[12]$_DFFE_PP1P_
Core ar.: 4060 sq um
-- sequential cells by signal, indices dropped and copies added, names as in the netlist --
signal,cells
adreg,15
error,1
dtreg,16
-- metal layers --
| layer | up-vias | part of all wire [%] | track usage, % |
|---|---|---|---|
| met1 | 583 | 49 | 30.9 |
| met5 | - | 0 | 0 |
| met3 | 6 | 7.2 | 4.28 |
| met4 | 0 | 1.3 | 3.46 |
| li1 | 672 | - | - |
| met2 | 52 | 42 | 26.3 |
-- final cells by class --
type / instances / area (sq um) / area share, %
sequential: 32 / 820 / 33.3
tap: 50 / 62.6 / 2.54
clock buffer: 8 / 100 / 4.06
inverter: 12 / 45.0 / 1.83
timing repair buffer: 63 / 621 / 25.2
multi-input combinational: 112 / 816 / 33.1
-- cell usage after synthesis (all sizes together) --
| cell type | n |
|---|---|
| nand4 | 6 |
| nor4 | 5 |
| nor3 | 1 |
| nand3 | 4 |
| ha | 1 |
| o22ai | 11 |
| a21o | 1 |
| dfrtp | 17 |
| dfstp | 15 |
| nor3b | 1 |
| clkbuf | 5 |
| inv | 12 |
| and3 | 1 |
| o22a | 5 |
| buf | 2 |
| xor2 | 26 |
| nor2b | 3 |
| nor2 | 13 |
| mux2 | 1 |
| nor4b | 1 |
| nand2 | 5 |
| nand2b | 6 |
| or3 | 1 |
| xnor2 | 20 |
-- cells by family after synthesis --
family	Yosys count	synth area share, %
XOR/XNOR	46	23.6
AND-OR/OR-AND	17	7.03
AND/OR/NAND/NOR	47	15.7
adder cells (fa/ha/maj)	1	0.732
buffers and inverters	19	4.32
flip-flops	32	48.0
multiplexers	1	0.659
-- worst max path at each step --
| stage | slack, ns | from | depth (start not counted) | endpoint |
|---|---|---|---|---|
| after CTS | 0.45 | adreg[3]$_DFFE_PP1P_ | 3 | done |
| after global routing | 0.37 | adreg[3]$_DFFE_PP1P_ | 3 | done |
| final | 0.45 | adreg[3]$_DFFE_PP1P_ | 3 | done |
-- stage by stage --
stage               instances  power (mW)  utilization (%)  cell area (sq um)  hold WS, ns
global placement          269        1.02             58.2               2360        0.442
finish                    277        1.37             60.7               2460        0.457
detailed placement        269        1.03             58.2               2360        0.444
global route              277        1.46             60.7               2460        0.478
CTS                       277        1.39             60.7               2460        0.463
floorplan                 163       0.802                -               1710        0.404
-- power groups by stage --
stage | clock [mW] | sequential [mW] | combinational (mW)
4_1_cts | 0.365 | 0.644 | 0.382
5_1_grt | 0.384 | 0.661 | 0.420
6_report | 0.354 | 0.643 | 0.375
-- critical path, stage by stage (launching register included) --
cell and delay, ns:
dfstp_2 0.61, nand4_2 0.17, nor4_2 0.37, clkdlybuf4s50_1 0.52
No activity file was given, so power comes from the tool's default toggle rates.
